==> /design/flow/design.v <==
module SDFFRX1 (
    input  D,
    input  SE,
    input  SI,
    input  CK,
    input RN,
    output Q,
    output QN
);
  reg state;
  always @(posedge CK or negedge RN) begin
    if (!RN) state <= 1'b0;
    else if (SE) state <= SI;
    else state <= D;
  end
  assign Q  = state;
  assign QN = ~state;
endmodule
module DFFRX1 (
    input D,
    input CK,
    input RN,
    output reg Q,
    output QN
);
  always @(posedge CK or negedge RN) begin
    if (!RN) Q <= 1'b0;
    else Q <= D;
  end
  assign QN = ~Q;
endmodule
module NAND2XL (
    input  A,
    input  B,
    output Y
);
  assign Y = ~(A & B);
endmodule
module AND2XL (
    input  A,
    input  B,
    output Y
);
  assign Y = A & B;
endmodule
module OAI2BB2XL (
    input  A0N,
    input  A1N,
    input  B0,
    input  B1,
    output Y
);
  assign Y = ~((~(A0N & A1N)) & (B0 | B1));
endmodule
module AOI2BB1XL (
    input  A0N,
    input  A1N,
    input  B0,
    output Y
);
  assign Y = ~((~(A0N | A1N)) | B0);
endmodule
module CLKINVX1 (
    input  A,
    output Y
);
  assign Y = ~A;
endmodule
module AOI21XL (
    input A0,
    input A1,
    input B0,
    output Y
);
    assign Y = ~(B0 | (A0 & A1));
endmodule
module XOR2XL (
    input A,
    input B,
    output Y
);
    assign Y = A ^ B;
endmodule
module counter(clk, reset, en, in, out);
  input clk, reset, en;
  input [3:0] in;
  output [3:0] out;
  wire clk, reset, en;
  wire [3:0] in;
  wire [3:0] out;
  wire UNCONNECTED, UNCONNECTED0, UNCONNECTED1, UNCONNECTED2, n_0, n_1,
       n_2, n_3;
  wire n_4, n_5, n_6;
  SDFFRX1 \count_reg[3]  (.RN (n_0), .CK (clk), .D (n_6), .SI (in[3]), .SE (en), .Q (out[3]), .QN (UNCONNECTED));
  SDFFRX1 \count_reg[2]  (.RN (n_0), .CK (clk), .D (n_5), .SI (in[2]), .SE (en), .Q (out[2]), .QN (UNCONNECTED0));
  OAI2BB2XL g372_2398 (.A0N (out[3]), .A1N (n_4), .B0 (n_4), .B1 (out[3]), .Y (n_6));
  SDFFRX1 \count_reg[1]  (.RN (n_0), .CK (clk), .D (n_3), .SI (in[1]), .SE (en), .Q (out[1]), .QN (UNCONNECTED1));
  AOI21XL g374_5107 (.A0 (in[1]), .A1 (out[2]), .B0 (n_4), .Y (n_5));
  NAND2XL g375_6260 (.A (n_1), .B (out[1]), .Y (n_4));
  DFFRX1 \count_reg[0]  (.RN (n_0), .CK (clk), .D (n_2), .Q (out[0]), .QN (UNCONNECTED2));
  AOI2BB1XL g377_4319 (.A0N (out[1]), .A1N (n_3), .B0 (n_1), .Y (n_2));
  OAI2BB2XL g378_8428 (.A0N (in[0]), .A1N (en), .B0 (out[0]), .B1 (en), .Y (n_3));
  AND2XL g379_5526 (.A (out[1]), .B (out[0]), .Y (n_1));
  CLKINVX1 g380 (.A (reset), .Y (n_0));
endmodule
module top(clk, reset, en, in, out);
  input clk, reset, en;
  input [3:0] in;
  output [3:0] out;
  wire clk, reset, en;
  wire [3:0] in;
  wire [3:0] out;
  counter counter_inst(.clk (clk), .reset (reset), .en (en), .in (in), .out (out));
endmodule
==> /design/flow/run.sh <==
#!/bin/bash
# OpenROAD 26Q1-2900-gdf79404cd8, Yosys 0.63+post, stock flow scripts
make -C /OpenROAD-flow-scripts/flow DESIGN_CONFIG=/design/flow/config.mk WORK_HOME=/design/flow/orfs finish
==> /design/flow/config.mk <==
export PLATFORM = sky130hd
export DESIGN_NAME = top
export DESIGN_NICKNAME = top
export VERILOG_FILES = /design/flow/design.v
export SDC_FILE = /design/flow/constraint.sdc
export NUM_CORES = 4
export LEC_CHECK = 1
export CORE_AREA = 10 10 70 70
export DIE_AREA = 0 0 80 80
==> /design/flow/constraint.sdc <==
current_design top

set clk_period 1.9
set clk_io_pct 0.2

create_clock -name clk0 -period $clk_period [get_ports {clk}]

set non_clock_inputs [all_inputs -no_clocks]
set_input_delay [expr $clk_period * $clk_io_pct] -clock clk0 $non_clock_inputs
set_output_delay [expr $clk_period * $clk_io_pct] -clock clk0 [all_outputs]
==> results.sh <==
# physical design summary
export IMPL_p_clk_share_pct=38.0
export IMPL_log_warning_count=25
export IMPL_largest_area_cell="dfrtp_1"
export IMPL_yosysSeqAreaShare_pct=47.9
export IMPL_status="complete, no violations"
export IMPL_common_cells="buf_4, dfrtp_1, nand2_1"
export IMPL_postCtsSetupBuffers=0
export IMPL_cts_resized=0
export IMPL_fp_utilization_pct=6.12
export IMPL_setup_viol=0
export IMPL_dr_pass1_iters=2
export IMPL_n_antenna_cell=0
export IMPL_finalHoldViolCount=0
export IMPL_syn_to_final_growth_pct=71.9
export IMPL_grt_overflow_total=0
export IMPL_worst_path_max_delay_cell="clkdlybuf4s50_1"
export IMPL_slew_viol_final=0
export IMPL_clock_sinks=4
export IMPL_design_area_um2=359
export IMPL_critPathRequiredTime_ns=1.52
export IMPL_yosys_warnings=2
export IMPL_cp_buffers_inverters=1
export IMPL_routed_top_layer="met3"
export IMPL_p_sw_uw=64.5
export IMPL_fp_dieW_um=80
export IMPL_cts_buffer_depth=2
export IMPL_chipArea_um2=6400
export IMPL_cts_hold_buf=0
export IMPL_skew_ns=0.00384
export IMPL_place_hpwl_um=487
export IMPL_antenna_left=0
export IMPL_crit_fanout=5
export IMPL_clkSlewWorstSetupHoldPaths_ns=0.04
export IMPL_avgViaCountPerCell=2.39
export IMPL_grt_use_total_pct=2.32
export IMPL_tns_ns=0
export IMPL_critPathLaunchType="flop"
export IMPL_synthArstFlopShare_pct=100
export IMPL_antenna_found_initial=0
export IMPL_yosys_top_cells_area="dfrtp_1, buf_4, nand2_1"
export IMPL_cp_end_kind="primary output"
export IMPL_final_layout_size_suffix_gt1_share_pct=10.0
export IMPL_clockRootBuffer="clkbuf_4"
export IMPL_mappedNetlistArea_um2=209
export IMPL_port_buffers=10
export IMPL_num_vias=182
export IMPL_dr_wl_met2_um=118
export IMPL_ys_cells=21
export IMPL_finalCriticalPeriod_ns=1.53
export IMPL_die_h_um=80
export IMPL_fmax_mhz=655
export IMPL_syn_inst=21
export IMPL_p_seq_share_pct=40.1
export IMPL_edf_count=0
export IMPL_synth_top_area_share_pct=47.9
export IMPL_design_core_area_um2=3420
export IMPL_drc=0
export IMPL_post_dp_cell_area_um2=337
export IMPL_path_delay_family="buffers and inverters"
export IMPL_synthFlopType="dfrtp_1"
export IMPL_ys_area_um2=209
export IMPL_cts_buffers_inserted=3
export IMPL_met1Wirelength_um=297
export IMPL_rsz0062_at_grt="no"
export IMPL_power_density_nw_per_um2=774
export IMPL_p_comb_share_pct=21.9
export IMPL_drv_cap=0
export IMPL_ys_flops=4
export IMPL_peakVddDrop_v=0.000182
export IMPL_worst_slew_pin_slew_ns=0.317
export IMPL_wire_per_inst_um=8.18
export IMPL_initialDrtViolationCount=28
export IMPL_fin_crit_sh_pct=80.3
export IMPL_slew_headroom_pct=78.8
export IMPL_hold_class="in2async"
export IMPL_crit_path_cell_trace="clkdlybuf4s50_1"
export IMPL_synth_cell_types=13
export IMPL_totalWireLength_um=622
export IMPL_htree_levels=1
export IMPL_grt_max_degree=10
export IMPL_p_sw_share_pct=23.2
export IMPL_clk_latency_ns=0.24
export IMPL_crit_arrival_ns=1.15
export IMPL_leakage_uw=0.000132
export IMPL_worstSetupPathType="reg2out"
export IMPL_wl_met3_um=206
export IMPL_internal_power_uw=213
export IMPL_avgSynthCellArea_um2=9.95
export IMPL_grt_pass1_wl_mm=1.01
export IMPL_rows=21
export IMPL_max_stage_delay_ns=0.51
export IMPL_cts_tree="yes"
export IMPL_gp_congestion=0.774
export IMPL_grt_pass1_vias=177
export IMPL_boundaryPins=11
-- cells by family after synthesis --
| logic type | Yosys count | share of synthesized area [%] |
|---|---|---|
| simple gates | 8 | 22.8 |
| compound gates | 4 | 13.2 |
| flops | 4 | 47.9 |
| buf+inv | 5 | 16.2 |
-- metal layers --
| metal | up-vias | global-route usage, % |
|---|---|---|
| met5 | - | 0 |
| met4 | 0 | 0.352 |
| met3 | 0 | 4.20 |
| met2 | 15 | 1.44 |
| met1 | 78 | 2.87 |
| li1 | 89 | - |
-- through the flow --
| stage | util, % | total power, µW | hold WS [ns] | setup slack, ns | std cells |
|---|---|---|---|---|---|
| after floorplan | - | 142 | 0.146 | 0.996 | 21 |
| after global placement | 9.85 | 172 | 0.496 | 0.359 | 73 |
| after detailed placement | 9.85 | 173 | 0.512 | 0.333 | 73 |
| after CTS | 10.5 | 283 | 0.329 | 0.359 | 76 |
| after global routing | 10.5 | 304 | 0.338 | 0.289 | 76 |
| final | 10.5 | 278 | 0.327 | 0.374 | 76 |
-- sequential cells by signal (all words and copies together), names as in the netlist --
register                  cells
counter_inst.count.state      3
counter_inst.count.Q          1
-- worst paths after layout --
path | start | endpoint | slack, ns | depth (start not counted)
worst min register to register | counter_inst.count_reg[0].Q$_DFF_PP0_ | counter_inst.count_reg[0].Q$_DFF_PP0_ | 0.53 | 1
max in group asynchronous | reset | counter_inst.count_reg[0].Q$_DFF_PP0_ | 1.42 | 2
worst min-delay path | reset | counter_inst.count_reg[3].state$_DFF_PP0_ | 0.33 | 2
worst max register to register | counter_inst.count_reg[3].state$_DFF_PP0_ | counter_inst.count_reg[3].state$_DFF_PP0_ | 0.94 | 2
min in group clk0 | counter_inst.count_reg[0].Q$_DFF_PP0_ | counter_inst.count_reg[0].Q$_DFF_PP0_ | 0.53 | 1
worst max-delay path | counter_inst.count_reg[1].state$_DFF_PP0_ | out[1] | 0.37 | 1
-- cell type report --
class | count | area [µm²]
well taps | 46 | 57.6
inverters | 1 | 3.75
multi-input cells | 12 | 75.1
repair buffers | 10 | 100
fillers | 399 | 3060
flip-flops and latches | 4 | 100
clock buffers | 3 | 22.5
-- layout by cell type, fill, tap and decap left out, drive strengths merged --
master / synthesis / layout
a21oi: 1 / 1
a221o: 1 / 1
and2: 1 / 1
clkbuf: 0 / 3
clkdlybuf4s50: 0 / 10
dfrtp: 4 / 4
inv: 1 / 1
nand2: 3 / 3
nand2b: 1 / 1
nor2b: 1 / 1
nor3b: 1 / 1
nor4bb: 1 / 1
o21ai: 1 / 1
o31ai: 1 / 1
-- power groups by stage --
stage	sequential [µW]	clock, µW	combinational (µW)
CTS	111	109	62.5
global route	114	121	68.7
finish	111	106	60.9
No activity file was given, so power comes from the tool's default toggle rates.
